==> design/flow/design.v <==
`timescale 1ns / 1ns
module Increment(
    input [31:0] in1,
    input [31:0] in2,
    output [31:0] out
   );
    assign out = in1 + in2 + 1'b1;
endmodule
`timescale 1ns / 1ns
module Pipeline(
    input clk,
    input rst,
    input [31:0] InstrIn,
    output [31:0] Out
   );
    wire [4:0] S1_Reg_ReadSelect1;
    wire [4:0] S1_Reg_ReadSelect2;
    wire [4:0] S1_S2_WriteSelect;
    wire S1_S2_WriteEnable;
    wire [31:0] Reg_S2_ReadData1;
    wire [31:0] Reg_S2_ReadData2;
    wire [4:0] S2_Reg_WriteSelect;
    wire S2_Reg_WriteEnable;
    wire [31:0] R2, R3;
    S1_Register S1_Reg(
        .clk(clk),
        .rst(rst),
        .InstrIn(InstrIn),
        .S1_ReadSelect1(S1_Reg_ReadSelect1),
        .S1_ReadSelect2(S1_Reg_ReadSelect2),
        .S1_WriteSelect(S1_S2_WriteSelect),
        .S1_WriteEnable(S1_S2_WriteEnable)
   );
    nbit_register_file Register_File (
        .write_data(Out),
        .read_data_1(Reg_S2_ReadData1),
        .read_data_2(Reg_S2_ReadData2),
        .read_sel_1(S1_Reg_ReadSelect1),
        .read_sel_2(S1_Reg_ReadSelect2),
        .write_address(S2_Reg_WriteSelect),
        .RegWrite(S2_Reg_WriteEnable),
        .clk(clk)
    );
    S2_Register S2_Reg(
        .clk(clk),
        .rst(rst),
        .Reg_ReadData1(Reg_S2_ReadData1),
        .Reg_ReadData2(Reg_S2_ReadData2),
        .S1_WriteSelect(S1_S2_WriteSelect),
        .S1_WriteEnable(S1_S2_WriteEnable),
        .S2_ReadData1(R2),
        .S2_ReadData2(R3),
        .S2_WriteSelect(S2_Reg_WriteSelect),
        .S2_WriteEnable(S2_Reg_WriteEnable)
   );
    Increment Increment(
        .in1(R2),
        .in2(R3),
        .out(Out)
    );
endmodule
`timescale 1ns / 1ns
module S1_Register(
	input clk,
	input rst,
	input [31:0] InstrIn,
	output reg [4:0] S1_ReadSelect1,
	output reg [4:0] S1_ReadSelect2,
	output reg [4:0] S1_WriteSelect,
	output reg S1_WriteEnable
   );
	always@(posedge clk)
		begin
		if (rst)
			begin
			S1_ReadSelect1 <= 5'd0;
			S1_ReadSelect2 <= 5'd0;
			S1_WriteSelect <= 5'd0;
			S1_WriteEnable <= 1'b0;
			end
		else
			begin
			S1_ReadSelect1 <= InstrIn[20:16];
			S1_ReadSelect2 <= InstrIn[15:11];
			S1_WriteSelect <= InstrIn[25:21];
			S1_WriteEnable <= 1'b1;
			end
		end
endmodule
`timescale 1ns / 1ns
module S2_Register(
    input clk,
    input rst,
    input [31:0] Reg_ReadData1,
    input [31:0] Reg_ReadData2,
    input [4:0] S1_WriteSelect,
    input S1_WriteEnable,
    output reg [31:0] S2_ReadData1,
    output reg [31:0] S2_ReadData2,
    output reg [4:0] S2_WriteSelect,
    output reg S2_WriteEnable
   );
    always@(posedge clk)
        begin
        if (rst)
            begin
            S2_ReadData1   <= 32'd0;
            S2_ReadData2   <= 32'd0;
            S2_WriteSelect <= 5'd0;
            S2_WriteEnable <= 1'b0;
            end
        else
            begin
            S2_ReadData1   <= Reg_ReadData1;
            S2_ReadData2   <= Reg_ReadData2;
            S2_WriteSelect <= S1_WriteSelect;
            S2_WriteEnable <= S1_WriteEnable;
            end
        end
endmodule
module nbit_register_file(write_data, 
                          read_data_1, read_data_2, 
                          read_sel_1, read_sel_2, 
                          write_address, RegWrite, clk);
    parameter data_width = 32;
    parameter select_width = 5; 
    input                             clk, RegWrite;
    input       [data_width-1:0]      write_data;
    input       [4:0]                 read_sel_1, read_sel_2, write_address;
    output      [data_width-1:0]      read_data_1, read_data_2;
    reg         [data_width-1:0]      register_file [0:data_width-1];
    integer i;
    initial begin
        for (i = 0; i < 32; i = i + 1) begin 
            register_file[i] = i * 10;
        end     
    end
    assign read_data_1 = register_file[read_sel_1];
    assign read_data_2 = register_file[read_sel_2];
    always @ (posedge clk) begin
        if (RegWrite) 
            register_file[write_address] <= write_data;
    end
endmodule
==> design/flow/run.sh <==
#!/bin/bash
# OpenROAD 26Q1-2900-gdf79404cd8, Yosys 0.63+post, stock flow scripts
make -C /OpenROAD-flow-scripts/flow DESIGN_CONFIG=/design/flow/config.mk WORK_HOME=/design/flow/orfs finish
==> design/flow/config.mk <==
export PLATFORM = sky130hd
export DESIGN_NAME = Pipeline
export DESIGN_NICKNAME = Pipeline
export VERILOG_FILES = /design/flow/design.v
export SDC_FILE = /design/flow/constraint.sdc
export NUM_CORES = 4
export LEC_CHECK = 1
export CORE_UTILIZATION = 40
==> design/flow/constraint.sdc <==
current_design Pipeline

set clk_period 14.2
set clk_io_pct 0.2

create_clock -name clk0 -period $clk_period [get_ports {clk}]

set non_clock_inputs [all_inputs -no_clocks]
set_input_delay [expr $clk_period * $clk_io_pct] -clock clk0 $non_clock_inputs
set_output_delay [expr $clk_period * $clk_io_pct] -clock clk0 [all_outputs]
==> CHANGELOG.md <==
### Metrics

- Slowest-stage cell, CP: clkdlybuf4s50_1
- Largest net degree at the start of global routing: 96
- Cells after Synth: 2393
- Netlist cell types: 60
- Fin cells: 4247
- Die H: 358.7 um
- GPL Wtd Cong: 0.9086
- WP data required: 11.36 ns
- Placed cell area: 53900 um2
- Net switching fraction of the power: 23.47%
- Final Hold Vio Count: 0
- DRC viols: 0
- Clock skew: 0.04140 ns
- Comb power frac: 11.3%
- Initial DRT Pass Iterations: 7
- Peak supply drop: 0.09702 mV
- Final setup violation count: 0
- Status: completed
- Largest area contributor in the netlist: edfxtp_1
- Global-route wire length before repair: 202900 um
- Power Density: 139.0 nW/um2
- Top Layout Cells: 1024 x edfxtp_1, 640 x mux4_2, 117 x clkbuf_16
- Maximum clock insertion buffer count: 3
- DRT iter0 DRCs: 1563
- RSZ-0062 raised after global routing: false
- Total track usage: 24.61%
- Post-synth EDFFs: 1024
- ANT cells: 0
- Setup TNS: 0 ns
- Slew margin rel.: 36.34%
- Top cells by area: edfxtp_1 60%, mux4_2 28%, dfxtp_1 3.4%
- Chip Area, Yosys: 50890 um2
- Slowest stage delay, CP: 0.56 ns
- Cell area after synthesis: 50890 um2
- Final Total Pwr: 8.070 mW
- Place WS: 7.536 ns
- WP buf/inv: 4
- Cells after DPL: 4024
- Synthesis-to-layout area growth: 14.09%
- Pins over their slew limit: 0
- DPL Wire Length: 78540 um
- Async S/R FF share, synth: 0%
- CTS Sinks: 1110
- Floorplan core density: 40.42%
- Via count: 26288
- # H-tree levels: 3
- Avg Inst Size Synth: 21.27 um2
- Setup WS post-layout: 6.770 ns
- Crit path max fanout: 33
- Row cnt: 130
- Maximum clock frequency: 0.1346 GHz
- Critical Path End Type: output pin
- Tool Warnings: 43
- Synth flops: 1110
- Flop pwr share: 48.0%
- Synth warnings: 3
- Cts bufs inserted: 117
- Clk latency late pin: 0.73 ns
- Pint: 6.176 mW
- DR WL/cell: 32.89 um
- Pleak: 17.88 nW
- Most Frequent Cell on Critical Path: inv_1
- Post-CTS Repair Setup Buffers: 0
- Highest-count logic cell in the final layout: edfxtp_1
- CTS tree: built
- Initial antenna violation count: 1
- Seq share, synth: 63.81%
- Max Cap Viol: 0
- Vias in the first global route: 29891
- Most common reg cell: edfxtp_1
- Arr. time, crit path: 4.59 ns
- Fin crit period: 7.430 ns
- Count of buffers from port buffering: 48
- DRT Wirelength: 139700 um
- Top-area cell share: 60.42%
- Psw: 1.894 mW
- Die width: 358.7 um
- Layout cells sized above 1: 39.31%
- Cell area after layout: 58060 um2
- Routed vias/inst: 6.190
- Startpoint types: flop
- Largest delay share family, worst path: AND-OR/OR-AND gates
- Cts repair resizes: 0
- Worst Hold Class: flop to flop
- CTS root buf: clkbuf_16
- Hold_buf cts: 0
- Cells along the critical path: inv_1, ha_1, inv_1, fa_1, a21o_1, a311o_1, a21boi_4, a31oi_1, a21boi_0, xnor2_2, buf_4, clkdlybuf4s50_1
- Chip area: 128700 um2
- Clock Power Share: 40.7%
- # IOs: 66
- Reg clk slew, reported paths: 0.06 ns
- Detail Route Antenna Nets: 0
- Final period util: 52.32%
- Total core area: 125900 um2
- Ys cells: 2393
- Fillers: 10176
- Final global-route overflow total: 0
- Measured slew at the worst slew-check pin: 0.9526 ns
- WS Path Type: flop to output pin
[power groups by stage]
stage / clock network [mW] / registers (mW) / logic, mW
4_1_cts: 3.33 / 3.87 / 0.928
5_1_grt: 3.45 / 3.88 / 0.996
6_report: 3.28 / 3.87 / 0.916
[flip-flops by register name, summed over array words and instances, names as in the netlist]
register / cells
Register_File.register_file: 1024
S1_Reg.S1_ReadSelect1: 5
S1_Reg.S1_WriteEnable: 1
S2_Reg.S2_ReadData1: 32
S2_Reg.S2_WriteSelect: 5
S2_Reg.S2_WriteEnable: 1
S2_Reg.S2_ReadData2: 32
S1_Reg.S1_ReadSelect2: 5
S1_Reg.S1_WriteSelect: 5
[metrics by stage]
stage               utilization, %  hold WS (ns)
finish                       46.12        0.4410
floorplan                        -        0.4138
detailed placement           42.81        0.4286
global placement             42.81        0.4322
global route                 46.12        0.4667
CTS                          46.12        0.4433
[Yosys cell counts (3+ instances only)]
| cell type | count |
|---|---|
| a21boi_0 | 3 |
| a21o_1 | 9 |
| a21oi_1 | 30 |
| a311o_1 | 3 |
| a311oi_1 | 4 |
| a31oi_1 | 10 |
| and3_1 | 7 |
| and4_1 | 3 |
| buf_1 | 29 |
| buf_2 | 21 |
| buf_4 | 33 |
| buf_6 | 10 |
| clkbuf_1 | 84 |
| dfxtp_1 | 86 |
| edfxtp_1 | 1024 |
| ha_1 | 31 |
| inv_1 | 11 |
| mux2i_1 | 66 |
| mux4_2 | 640 |
| nand2_1 | 32 |
| nand3_1 | 14 |
| nand3b_1 | 5 |
| nand4_1 | 5 |
| nor2_1 | 112 |
| nor2b_1 | 23 |
| nor3_1 | 7 |
| o211ai_1 | 3 |
| o21a_1 | 3 |
| o21ai_0 | 17 |
| o21bai_1 | 3 |
| or3_1 | 4 |
| xnor2_1 | 15 |
| xor2_1 | 10 |
[layer usage]
metal  up-vias  GRT usage, %  share of wire, %
li1      10657             -                 -
met1     13433         28.18                31
met2      1919         35.43                47
met4        15         6.119               3.1
met5         -         2.185              0.25
met3       264         20.87                19
[final cells by class]
type | count | area (um2) | share of cell area [%]
Clock buffer | 141 | 3088 | 5.319
Clock inverter | 82 | 1074 | 1.849
Tap cell | 1650 | 2064 | 3.556
Timing Repair Buffer | 158 | 1329 | 2.289
Multi-Input combinational cell | 1095 | 17950 | 30.92
Sequential cell | 1110 | 32510 | 55.99
Inverter | 11 | 41.29 | 0.07112
[worst reg2reg max path: stages (launching register included)]
cell and delay [ns]:
dfxtp_4 0.70, buf_4 0.71, buf_4 0.64, buf_4 0.55, mux4_2 0.59, mux4_2 0.52, mux2i_1 0.34, nor2_1 0.09
[path summary, 6_finish.rpt]
path	from	endpoint	slack [ns]	depth (start not counted)
hold / removal	S1_Reg.S1_WriteEnable	S2_Reg.S2_WriteEnable	0.44	1
setup reg to reg	S1_Reg.S1_ReadSelect2[0]	S2_Reg.S2_ReadData2[29]	9.94	7
setup / recovery	S2_Reg.S2_ReadData2[0]	Out[22]	6.77	12
hold reg to reg	S1_Reg.S1_WriteEnable	S2_Reg.S2_WriteEnable	0.44	1
[kinds of logic (layout without fill, tap and decap cells)]
| kind of cell | after synthesis | after routing | synth area share, % |
|---|---|---|---|
| AND/OR/NAND/NOR | 222 | 222 | 2.011 |
| buffers and inverters | 188 | 392 | 1.829 |
| AND-OR/OR-AND | 110 | 110 | 1.500 |
| flip-flops | 1110 | 1110 | 63.81 |
| XOR/XNOR | 25 | 25 | 0.4303 |
| multiplexers | 706 | 706 | 29.62 |
| adder cells (fa/ha/maj) | 32 | 32 | 0.8015 |
No activity file was given, so power comes from the tool's default toggle rates.
